==> design/flow/design.v <==
module	rtc_clock(
	input  logic        clk_i,
	input  logic        rstn_i,
	input  logic        clock_update_i,
	output logic [21:0] clock_o,
	input  logic [21:0] clock_i,
	input  logic  [9:0] init_sec_cnt_i,
	input  logic        timer_update_i,
	input  logic        timer_enable_i,
	input  logic        timer_retrig_i,
	input  logic [16:0] timer_target_i,
	output logic [16:0] timer_value_o,
	input  logic        alarm_enable_i,
	input  logic        alarm_update_i,
	input  logic [21:0] alarm_clock_i,
	output logic [21:0] alarm_clock_o,
	output logic        event_o,
	output logic        update_day_o
);
	logic [7:0] r_seconds;
	logic [7:0] r_minutes;
	logic [6:0] r_hours;
	logic [7:0] s_seconds;
	logic [7:0] s_minutes;
	logic [6:0] s_hours;
	logic [7:0] r_alarm_seconds;
	logic [7:0] r_alarm_minutes;
	logic [6:0] r_alarm_hours;
	logic       r_alarm_enable;
	logic [7:0] s_alarm_seconds;
	logic [7:0] s_alarm_minutes;
	logic [5:0] s_alarm_hours;
	logic [14:0] r_sec_counter;
	logic s_update_seconds;
	logic s_update_minutes;
	logic s_update_hours;
	logic s_alarm_match;
	logic r_alarm_match;
	logic s_alarm_event;
	logic s_timer_event;
	logic [16:0] r_timer;
	logic [16:0] r_timer_target;
	logic        r_timer_en;
	logic        r_timer_retrig;
	assign s_seconds = clock_i[7:0];
	assign s_minutes = clock_i[15:8];
	assign s_hours   = clock_i[21:16];
	assign s_alarm_seconds = alarm_clock_i[7:0];
	assign s_alarm_minutes = alarm_clock_i[15:8];
	assign s_alarm_hours   = alarm_clock_i[21:16];
	assign s_alarm_match = (r_seconds == s_alarm_seconds) & (r_minutes == s_alarm_minutes) & (r_hours == s_alarm_hours); 
	assign s_alarm_event = r_alarm_enable & s_alarm_match & ~r_alarm_match;  
	assign s_timer_match = r_timer == r_timer_target;
	assign s_timer_event = r_timer_en & s_timer_match;
	assign s_update_seconds = r_sec_counter == 15'h7FFF;
	assign s_update_minutes = s_update_seconds & (r_seconds == 8'h59);
	assign s_update_hours   = s_update_minutes & (r_minutes == 8'h59);
	assign event_o        = s_alarm_event | s_timer_event;
	assign update_day_o   = s_update_hours & (r_hours == 6'h23);
	assign clock_o        = {r_hours,r_minutes,r_seconds};
	assign alarm_clock_o = {r_alarm_hours,r_alarm_minutes,r_alarm_seconds};
	assign timer_value_o = r_timer;
    always @ (posedge clk_i or negedge rstn_i)
    begin
        if(~rstn_i)
        begin
            r_alarm_seconds <= 'h0;
            r_alarm_minutes <= 'h0;
            r_alarm_hours   <= 'h0;
            r_alarm_enable  <= 'h0;
        end
        else
        begin
        	if (alarm_update_i)
        	begin
        		r_alarm_enable  <= alarm_enable_i;
            	r_alarm_seconds <= s_alarm_seconds;
            	r_alarm_minutes <= s_alarm_minutes;
            	r_alarm_hours   <= s_alarm_hours  ;
        	end
        	else if(s_alarm_event)  
        		r_alarm_enable <= 'h0;
        end
    end
    always @ (posedge clk_i or negedge rstn_i)
    begin
        if(~rstn_i)
            r_alarm_match <= 'h0;
        else
       		r_alarm_match <= s_alarm_match;
    end
    always @ (posedge clk_i or negedge rstn_i)
    begin
        if(~rstn_i)
        begin
            r_timer_en     <= 'h0;
            r_timer_target <= 'h0;
            r_timer        <= 'h0;
            r_timer_retrig <= 'h0;
        end
        else
        begin
        	if (timer_update_i)
        	begin
        		r_timer_en     <= timer_enable_i;
            	r_timer_target <= timer_target_i;
            	r_timer_retrig <= timer_retrig_i;
            	r_timer        <= 'h0;
        	end
        	else if(r_timer_en)
        	begin
        		if(s_timer_match)
        		begin
        			if(!r_timer_retrig)
        				r_timer_en <= 0;
        			r_timer    <= 'h0;
        		end
        		else
        			r_timer <= r_timer + 1;
        	end
        end
    end
    always @ (posedge clk_i or negedge rstn_i)
    begin
        if(~rstn_i)
            r_sec_counter <= 'h0;
        else
        begin
        	if (clock_update_i)
        		r_sec_counter <= {init_sec_cnt_i,5'h0};
        	else
            	r_sec_counter <= r_sec_counter + 1;
        end
    end
	always @(posedge clk_i or negedge rstn_i)
	begin
		if(~rstn_i)
		begin
			r_seconds <= 0;
			r_minutes <= 0;
			r_hours   <= 0;
		end
		else
		begin
			if (clock_update_i)
			begin
				r_seconds <= s_seconds;
				r_minutes <= s_minutes;
				r_hours   <= s_hours;
			end
			else
			begin
				if (s_update_seconds)
				begin  
					if (r_seconds[3:0] >= 4'h9)
						r_seconds[3:0] <= 4'h0;
					else
						r_seconds[3:0] <= r_seconds[3:0] + 4'h1;
					if (r_seconds >= 8'h59)
						r_seconds[7:4] <= 4'h0;
					else if (r_seconds[3:0] >= 4'h9)
						r_seconds[7:4] <= r_seconds[7:4] + 4'h1;
				end
				if (s_update_minutes)
				begin  
					if (r_minutes[3:0] >= 4'h9)
						r_minutes[3:0] <= 4'h0;
					else
						r_minutes[3:0] <= r_minutes[3:0] + 4'h1;
					if (r_minutes >= 8'h59)
						r_minutes[7:4] <= 4'h0;
					else if (r_minutes[3:0] >= 4'h9)
						r_minutes[7:4] <= r_minutes[7:4] + 4'h1;
				end
				if (s_update_hours)
				begin  
					if (r_hours >= 6'h23)
					begin
						r_hours <= 6'h00;
					end else if (r_hours[3:0] >= 4'h9)
					begin
						r_hours[3:0] <= 4'h0;
						r_hours[5:4] <= r_hours[5:4] + 2'h1;
					end else begin
						r_hours[3:0] <= r_hours[3:0] + 4'h1;
					end
				end
			end
		end
	end
endmodule
==> design/flow/run.sh <==
#!/bin/bash
# OpenROAD 26Q1-2900-gdf79404cd8, Yosys 0.63+post, stock flow scripts
make -C /OpenROAD-flow-scripts/flow DESIGN_CONFIG=/design/flow/config.mk WORK_HOME=/design/flow/orfs finish
==> design/flow/config.mk <==
export PLATFORM = sky130hd
export DESIGN_NAME = rtc_clock
export DESIGN_NICKNAME = rtc_clock
export VERILOG_FILES = /design/flow/design.v
export SDC_FILE = /design/flow/constraint.sdc
export NUM_CORES = 4
export LEC_CHECK = 1
export CORE_UTILIZATION = 40
==> design/flow/constraint.sdc <==
current_design rtc_clock

set clk_period 3.9
set clk_io_pct 0.2

create_clock -name clk0 -period $clk_period [get_ports {clk_i}]

set non_clock_inputs [all_inputs -no_clocks]
set_input_delay [expr $clk_period * $clk_io_pct] -clock clk0 $non_clock_inputs
set_output_delay [expr $clk_period * $clk_io_pct] -clock clk0 [all_outputs]
==> run notes <==
run metrics: outcome=complete, no violations, Worst Hold Class=reg -> reg, H-tree levels=3, Max IR drop VDD=0.0003029 V, CTS tree=yes, initial antenna violation count=0, top cells by area=dfrtp_1 (45%), mux2_2 (8.6%), xor2_1 (6.9%), Final Max-Slew Violation Tally=0, CP max-delay cell=clkdlybuf4s50_1, Fin Clk Skew=0.006534 ns, Final ANT Viol Nets=0, post-DP HPWL=between 10000 and 15000 um, Flops after synth=between 90 and 100, Syn Area/Cell=10.32 um2, via count=about 4400, Worst EP required=3.12 ns, comb. cell area=2764 um2, Main synth FF type=dfrtp_1, Netlist cell types=57, largest net degree at the start of global routing=59, cell type with the largest total area=dfrtp_1, vias in the first global route=4466, Pwr Density=about 370 nW/um2, wire length per cell=17.42 um, GRT overflow=0, post-synth top area share=around 45%, core area=12820 um2, Post-synth EDFFs=0, Rows=roughly 41, yosys cell count=518, Init Core Util=a little over two fifths, Hold Slack=~0.47 ns, share of flip-flops with an asynchronous set or reset=100.0%, ant diodes=0, cts bufs inserted=9, sequential cell area=2427 um2, GRT Total Usage=22.53%, Worst path max stage delay=0.46 ns, clock sink total=just under 100, critical path class=in -> out, Post-Syn Instances=518, Area Growth Syn to Fin=35.78%, Synth Cell Area=5344 um2, final core utilization=56.58%, OpenROAD warning count=33, Starting DRT DRC Count=around 350, cell family with most CP delay=buffers and inverters, r2r setup slk=between 1.5 and 2 ns, drt total wl=approximately 15000 um, crit path launch type=input port, Period Utilization, post-route=94.06%, Insertion Delay late pin=0.35 ns, slew at the pin closest to its max-slew limit=roughly 0.81 ns, die area=13830 um2, CTS root buf=clkbuf_16, Vias per Instance=around 5.3, share of cells above drive strength 1=11.93%, first-pass GRT wire length=24000 um, slew margin rel.=46.21%, drt first pass iters=4, crit path DAT=2.89 ns, Worst-path clk slew=0.07 ns, Max clock buf depth=2, setup TNS=0 ns, YS chip area=5344 um2, most frequent CP cell=clkdlybuf4s50_1, Critical Path End Type=output port, final setup vio count=0, Pleak=a little under 3 nW, YS warnings=2, Die X=117.6 um, CP Max Fanout=2, GPL Wtd Cong=between 0.8 and 0.9, Bufs and invs on worst path=2, final-layout fill cell count=1112, drc violations=0, Tmin final=3.668 ns, f_max=between 0.2 and 0.3 GHz, RSZ-0062 raised after global routing=no, Seq share, synth=45.42%, IO Pins=approximately 140, die height=approximately 120 um, max-cap violations=0, Port Buffers=141, Final Hold Fails=0, crit path cell chain=clkdlybuf4s50_1 -> xor2_1 -> nor4_2 -> nand4_1 -> nor4_1 -> a22o_1 -> clkdlybuf4s50_1
-- final timing paths --
check	start	endpoint	cells after the start
worst max-delay path	alarm_clock_i[1]	event_o	7
worst min-delay path	r_sec_counter[0]	r_sec_counter[0]	1
worst max register to register	r_minutes[1]	r_minutes[4]	7
worst min register to register	r_sec_counter[0]	r_sec_counter[0]	1
max in group asynchronous	rstn_i	r_sec_counter[11]	2
min in group asynchronous	rstn_i	r_timer[9]	1
-- cell families after synthesis --
family	count (synthesis)	share of synthesized area [%]
flip-flops	97	45.42
multiplexers	43	9.014
buffers and inverters	41	2.973
XOR/XNOR	63	10.33
adder cells (fa/ha/maj)	16	3.746
AND-OR/OR-AND	94	12.15
AND/OR/NAND/NOR	164	16.37
-- registers in the layout, indices dropped and copies added, names as in the netlist --
register	count
r_alarm_enable	1
r_alarm_hours	6
r_minutes	8
r_timer_target	17
r_alarm_match	1
r_timer	17
r_alarm_minutes	8
r_sec_counter	15
r_seconds	8
r_hours	6
r_timer_en	1
r_alarm_seconds	8
r_timer_retrig	1
-- repair_timing --
item,CTS,global route
setup endpoints to repair,0,1
buffers inserted,0,0
gates resized,0,1
hold buffers,0,0
endpoints found under the hold margin,0,0
-- layout by cell type (no fill, tap or decap), types with 18 or more instances in the layout --
cell,netlist,layout
inv_1,18,18
nor2_1,21,21
nand3_1,22,22
clkdlybuf4s50_1,0,139
mux2_2,41,41
xor2_1,42,42
o21ai_0,25,25
dfrtp_1,97,97
nand2_1,48,48
xnor2_1,21,21
-- area by class of cell --
cell class,count,share of cell area [%]
clock buffer,9,3.104
clock inverter,7,1.069
inverter,18,0.9312
multi-input combinational,380,38.09
sequential,97,33.45
tap,172,2.966
timing repair buffer,151,20.38
-- where the power goes --
part / switching [mW] / total [mW] / internal, mW / leakage (nW)
registers: 0.132 / 1.23 / 1.10 / 1.19
clock network: 0.410 / 0.913 / 0.503 / 0.146
logic: 0.209 / 0.534 / 0.326 / 1.63
total: 0.751 / 2.68 / 1.93 / 2.97
-- cell usage after synthesis (all sizes together) (6+ instances only) --
cell type / number
nor2: 21
buf: 7
nor4: 10
inv: 18
xor2: 42
o31ai: 6
nor3: 9
nand2b: 9
o21ai: 25
dfrtp: 97
nor2b: 6
nand4: 15
and3: 6
nand3: 22
xnor2: 21
mux2: 41
ha: 16
clkbuf: 16
nand2: 48
a211oi: 12
a21oi: 13
-- per-stage QoR --
stage                     power [mW]  cells  worst slack, ns  area [um2]
after floorplan                1.459    518            1.468        5344
after global placement         1.777    818           0.1416        6947
after detailed placement       1.780    818           0.1482        6947
after CTS                      2.704    834           0.1189        7249
after global routing           2.816    834          0.02983        7256
final                          2.677    834           0.2315        7256
-- layer usage --
metal	track usage [%]	vias to the layer above	share of wire [%]	wire length (um)
li1	-	2137	-	-
met1	35.59	2146	47	6885
met2	34.62	138	46	6662
met3	4.348	9	5.7	827
met4	2.003	0	1.0	151
met5	0	-	0	0
Power and IR drop assume default switching activity.
